==> config.mk <==
export PLATFORM = sky130hd
export DESIGN_NAME = full_adder_64_bit
export DESIGN_NICKNAME = full_adder_64_bit
export VERILOG_FILES = /design/flow/design.v
export SDC_FILE = /design/flow/constraint.sdc
export NUM_CORES = 4
export LEC_CHECK = 1
export CORE_AREA = 10 10 113 113
export DIE_AREA = 0 0 123 123
==> constraint.sdc <==
current_design full_adder_64_bit

set clk_period 83.4
set clk_io_pct 0.2

create_clock -name clk0 -period $clk_period

set non_clock_inputs [all_inputs -no_clocks]
set_input_delay [expr $clk_period * $clk_io_pct] -clock clk0 $non_clock_inputs
set_output_delay [expr $clk_period * $clk_io_pct] -clock clk0 [all_outputs]
==> design.v <==
module half_adder(sum, carry, A, B);
output sum, carry;
input A, B;
assign sum = A^B;
assign carry = A&B;
endmodule
module full_adder(sum, carry, A, B, C);
output sum, carry;
input A, B, C;
wire sum1, carry1, carry2;
half_adder h0(sum1, carry1, A, B);
half_adder h1(sum, carry2, sum1, C);
or carry_out(carry, carry1, carry2);
endmodule
module full_adder_8_bit(sum, carry_out, carry_in, A, B);
input [7:0] A, B;
output [7:0] sum;
input carry_in;
output carry_out;
wire c1, c2, c3, c4, c5, c6, c7;
full_adder adder0(sum[0], c1, A[0], B[0], carry_in);
full_adder adder1(sum[1], c2, A[1], B[1], c1);
full_adder adder2(sum[2], c3, A[2], B[2], c2);
full_adder adder3(sum[3], c4, A[3], B[3], c3);
full_adder adder4(sum[4], c5, A[4], B[4], c4);
full_adder adder5(sum[5], c6, A[5], B[5], c5);
full_adder adder6(sum[6], c7, A[6], B[6], c6);
full_adder adder7(sum[7], carry_out, A[7], B[7], c7);
endmodule
module full_adder_64_bit(sum, carry_out, carry_in, A, B);
input [63:0] A, B;
output [63:0] sum;
input carry_in;
output carry_out;
wire c1, c2, c3, c4, c5, c6, c7;
full_adder_8_bit adder0(sum[7:0], c1, carry_in, A[7:0], B[7:0]);
full_adder_8_bit adder1(sum[15:8], c2, c1, A[15:8], B[15:8]);
full_adder_8_bit adder2(sum[23:16], c3, c2,A[23:16], B[23:16]);
full_adder_8_bit adder3(sum[31:24], c4, c3, A[31:24], B[31:24]);
full_adder_8_bit adder4(sum[39:32], c5, c4, A[39:32], B[39:32]);
full_adder_8_bit adder5(sum[47:40], c6, c5, A[47:40], B[47:40]);
full_adder_8_bit adder6(sum[55:48], c7, c6, A[55:48], B[55:48]);
full_adder_8_bit adder7(sum[63:56], carry_out, c7, A[63:56], B[63:56]);
endmodule
==> run.sh <==
#!/bin/bash
# OpenROAD 26Q1-2900-gdf79404cd8, Yosys 0.63+post, stock flow scripts
make -C /OpenROAD-flow-scripts/flow DESIGN_CONFIG=/design/flow/config.mk WORK_HOME=/design/flow/orfs finish
==> flow_summary_export.csv <==
group,metric,value,unit
worst_setup_path,setup.worst_path.end_class,"output port",
layout,flop-count,0,
synth,yosys_chip_area,1800,sq um
synth,top_cells_by_count,"buf_4, fa_1, inv_1",
timing,finalWorstSetupSlack,24.06,ns
grt,globalRouteOverflowTotal,0,
detailed_routing,route.detailed.wl_per_inst,16.4,um
timing,maxClockFrequency,16.9,MHz
placed_design,dp_worst_setup_slack,24.01,ns
layout,clock_buffer_count,0,
layout,fillCellCount,1032,
layout,flow.area_growth_from_synthesis,90.7,%
worst_setup_path,worstPathArrival,42.66,ns
synth,ys.warnings.count,0,
synth,synth.avg_cell_area,13.0,sq um
grt,grt_max_degree,2,
timing,timing.slew.headroom,92.2,%
timing,worst_pin_slew,0.117,ns
grt,grt_antenna_before_repair,0,
timing,period_needed,59.34,ns
timing,finalSetupViolCount,0,
timing,unrepaired_setup_endpoints_after_global_routing,"false",
detailed_routing,vias_per_cell,3.53,
floorplanning,placeableCoreArea,10300,sq um
clock_network,cts.repair.resized,0,
min_path,hold_path_class,"in2out",
detailed_routing,post-route-drc-count,0,
timing,share_of_the_cycle_needed_by_the_critical_path_after_routing,71.2,%
synth,yosysTopAreaCellShare,71.2,%
pwr,worst_ir_drop_vdd,0.00267,mV
timing,hold_ws,34.39,ns
detailed_routing,detail_route.antenna_diodes,0,
job,cap_violations,0,
worst_setup_path,worst_path_most_repeated_cell,"fa_1",
worst_setup_path,critPathRequiredTime,66.72,ns
pwr,leakage,1.28,nW
grt,grt_pass1_vias,1720,
layout,utilization,33.2,%
placed_design,detailed_place_hpwl,6470,um
worst_setup_path,critPathBufInv,6,
synth,yosys-stat-cells,138,
floorplanning,fp-utilization,17.4,%
grt,grt_pass1_wl,9640,um
layout,share_of_final_layout_standard_cells_stronger_than_drive_strength_1,0,%
detailed_routing,met3_length,1870,um
floorplanning,placementRows,37,
detailed_routing,drt-initial-drc-count,8,
floorplanning,die-width,123,um
detailed_routing,drt-total-wl,6610,um
layout,comb_area,1280,sq um
synth,synth.area.top_cells,"fa_1, buf_4, inv_1",
status,status,"finished, final reports clean",
timing,post_route_setup_tns,0,ns
worst_setup_path,critical_path_class,"in2out",
worst_setup_path,cpPeakStageDelay,0.45,ns
synth,netlist_instances,138,
pwr,power_density,7.44,nW/um^2
floorplanning,ios,194,
placed_design,numPortBuffers,194,
detailed_routing,drt-met1-wl,2350,um
worst_setup_path,critPathSlowestCell,"clkdlybuf4s50_1",
detailed_routing,detail_route_antenna_nets,0,
placed_design,globalplace.congestion,0.900,
timing,finalMaxSlewViolations,0,
clock_network,postCtsHoldBufs,0,
worst_setup_path,cpLargestDelayFamily,"adder cells",
worst_setup_path,timing.critical_path.from_type,"input pin",
synth,sequential_area_share_after_synthesis,0,%
synth,post-synth-top-area-cell,"fa_1",
clock_network,cts_post_setup_buffers_inserted,0,
grt,gr-usage-all-layers,8.27,%
detailed_routing,routed.top_layer,"met3",
detailed_routing,met2WireLength,2400,um
floorplanning,die_h,123,um
floorplanning,die_area,15100,sq um
detailed_routing,firstDrtPassIters,2,
detailed_routing,dr_total_vias,1425,
job,warning_count,32,
synth,yosys.cell_types.count,3,
worst_setup_path,worst-path-max-fanout,1,
timing,hold_viol,0,
synth,post_synth_instance_area,1800,sq um
layout,final-seq-area,0,sq um
where the power goes:
group,switching (W),internal [W]
logic,0.00000664,0.0000189
clock network,0,0
registers,0,0
per-layer routing:
layer / track usage [%] / up-vias
li1: - / 600
met4: 0 / 0
met2: 11.0 / 187
met1: 9.88 / 638
met3: 8.46 / 0
met5: 0 / -
cell type report:
class              count  area share [%]
repair buffers       194            56.6
inverters             10            1.09
multi-input cells     64            37.3
well taps            136            4.96
logic make-up after synthesis:
| kind of cell | count (synthesis) | synth area share, % |
|---|---|---|
| buf+inv | 74 | 28.8 |
| fa+ha+maj | 64 | 71.2 |
worst paths after layout:
path | from | endpoint | depth (start not counted)
hold / removal | carry_in | sum[0] | 5
setup / recovery | A[0] | sum[63] | 70
layout by cell type (no fill, tap or decap):
cell,n
clkdlybuf4s50_1,194
fa_1,64
inv_1,10
per-stage QoR:
step / std cells / instance area [sq um] / total power [W]
finish: 404 / 3430 / 0.0000255
global route: 404 / 3430 / 0.0000287
CTS: 404 / 3430 / 0.0000264
detailed placement: 404 / 3430 / 0.0000263
global placement: 404 / 3430 / 0.0000262
floorplan: 138 / 1800 / 0.0000125
Power figures rest on the tool's default switching activity, not on a simulated workload.
