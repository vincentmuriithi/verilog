**./design.v**
```verilog
module decoder5to32(A, D);
input [4:0] A;
output [31:0] D;
wire [11:0] W;
decoder3to8 u0(.A(A[4:2]), .D(W[11:4]));
decoder2to4 u1(.A(A[1:0]), .D(W[3:0]));
assign D[31] = W[11] & W[3];
assign D[30] = W[11] & W[2];
assign D[29] = W[11] & W[1];
assign D[28] = W[11] & W[0];
assign D[27] = W[10] & W[3];
assign D[26] = W[10] & W[2];
assign D[25] = W[10] & W[1];
assign D[24] = W[10] & W[0];
assign D[23] = W[9] & W[3];
assign D[22] = W[9] & W[2];
assign D[21] = W[9] & W[1];
assign D[20] = W[9] & W[0];
assign D[19] = W[8] & W[3];
assign D[18] = W[8] & W[2];
assign D[17] = W[8] & W[1];
assign D[16] = W[8] & W[0];
assign D[15] = W[7] & W[3];
assign D[14] = W[7] & W[2];
assign D[13] = W[7] & W[1];
assign D[12] = W[7] & W[0];
assign D[11] = W[6] & W[3];
assign D[10] = W[6] & W[2];
assign D[9] =  W[6] & W[1];
assign D[8] =  W[6] & W[0];
assign D[7] = W[5] & W[3];
assign D[6] = W[5] & W[2];
assign D[5] = W[5] & W[1];
assign D[4] = W[5] & W[0];
assign D[3] = W[4] & W[3];
assign D[2] = W[4] & W[2];
assign D[1] = W[4] & W[1];
assign D[0] = W[4] & W[0];
endmodule
module decoder3to8(A, D);
input [2:0] A;
output [7:0] D;
wire [5:0] W;
decoder2to4 u0(.A(A[2:1]), .D(W[5:2]));
decoder1to2 u1(.A(A[0]), .D(W[1:0]));
assign D[7] = W[5] & W[1];
assign D[6] = W[5] & W[0];
assign D[5] = W[4] & W[1];
assign D[4] = W[4] & W[0];
assign D[3] = W[3] & W[1];
assign D[2] = W[3] & W[0];
assign D[1] = W[2] & W[1];
assign D[0] = W[2] & W[0];
endmodule
module decoder2to4(A, D);
input [1:0] A;
output [3:0] D;
wire [3:0] W;
decoder1to2 dec0(.A(A[1]), .D(W[3:2]));
decoder1to2 dec1(.A(A[0]), .D(W[1:0]));
assign D[3] = W[3] & W[1];
assign D[2] = W[3] & W[0];
assign D[1] = W[2] & W[1];
assign D[0] = W[2] & W[0];
endmodule
module decoder1to2(A, D);
input A;
output [1:0] D;
assign D[1] = ~A;
assign D[0] = A;
endmodule
```
**./run.sh**
```bash
#!/bin/bash
# OpenROAD 26Q1-2900-gdf79404cd8, Yosys 0.63+post, stock flow scripts
make -C /OpenROAD-flow-scripts/flow DESIGN_CONFIG=/design/flow/config.mk WORK_HOME=/design/flow/orfs finish
```
**./config.mk**
```make
export PLATFORM = sky130hd
export DESIGN_NAME = decoder5to32
export DESIGN_NICKNAME = decoder5to32
export VERILOG_FILES = /design/flow/design.v
export SDC_FILE = /design/flow/constraint.sdc
export NUM_CORES = 4
export LEC_CHECK = 1
export CORE_AREA = 10 10 70 70
export DIE_AREA = 0 0 80 80
```
**./constraint.sdc**
```tcl
current_design decoder5to32

set clk_period 1.0
set clk_io_pct 0.2

create_clock -name clk0 -period $clk_period

set non_clock_inputs [all_inputs -no_clocks]
set_input_delay [expr $clk_period * $clk_io_pct] -clock clk0 $non_clock_inputs
set_output_delay [expr $clk_period * $clk_io_pct] -clock clk0 [all_outputs]
```
==> flow_summary.json <==
{
  "seqCellArea_um2": 0,
  "area_growth_pct": 353.2,
  "dp_worst_setup_slack_ns": -0.9905,
  "viasPerCell": 3.696,
  "die-area_um2": 6400,
  "core_area_um2": 3416,
  "cp.arrival_ns": 1.09,
  "post-place-cells": 131,
  "timing.fmax_ghz": 0.7731,
  "grt_start_max_net_pins": 9,
  "setup_ws_ns": -0.2936,
  "crit_chain": "buf_8, buf_6, or3_4, buf_6, nor2_2, buf_2",
  "maxCapViolCount": 0,
  "drt_iter0_markers": 13,
  "violations": "negative setup slack",
  "ys_sh_aoi": 0,
  "ant_nets": 0,
  "xor_area_frac": 0,
  "logic_area_um2": 375.4,
  "critPathMaxStageDelay_ns": 0.37,
  "synthMuxAreaShare": 0,
  "synth_seq_share": 0,
  "rsz0062_at_grt": "yes",
  "synth_cells": 47,
  "synthDistinctLibCells": 10,
  "syn_avg_cell_area_um2": 4.605,
  "top_logic_kind": "simple AND/OR/NAND/NOR gates",
  "finalClockPeriodUsage": 1.294,
  "finalCriticalPeriod_ns": 1.294,
  "hold_viol_final": 0,
  "ir_drop_mv": 0.06902,
  "tool_warnings": 34,
  "criticalPathCategory": "input port to output pin",
  "relSlewSlack": 0.8890,
  "finalWeightedCongestion": 0.7192,
  "crit_fanout": 5,
  "clock_buffer_count": 0,
  "fin_cells": 158,
  "fp_util": 0.06337,
  "grt_pass1_vias": 518,
  "yosysWarnings": 0,
  "cpMostUsedCell": "buf_6",
  "synth.cellmix.simpleShare": 0.9480,
  "cts-hold-fix-buffers": 0,
  "rows": 21,
  "grt.total_usage": 0.05311,
  "status": "finished with violations",
  "power.density_nw_per_um2": 298.1,
  "place_hpwl_um": 1290,
  "via_count": 584,
  "totalWireLength_um": 2033,
  "critPathLaunchType": "input port",
  "yosys-stat-cells": 47,
  "setup_viol": 30,
  "worstSetupEndpointType": "output pin",
  "grt_pass1_wl_um": 2842,
  "hold_class": "input port to output pin",
  "fillers": 345,
  "wl_per_cell_um": 12.87,
  "io_pins": 37,
  "cp_data_required_time_ns": 0.80,
  "slowest_stage": "or3_4",
  "leakage_nw": 0.4728,
  "ys_chip_area_um2": 216.5,
  "ff_count": 0,
  "die_w_um": 80,
  "io_buffers": 37,
  "antenna_found_initial": 0,
  "adder_share": 0,
  "die_y_um": 80,
  "diodes": 0,
  "drc": 0,
  "layout-drive-gt1-share": 0.9286,
  "netlist_area_um2": 216.5,
  "slew_violations": 0,
  "grt_overflow": 0,
  "first_pass_iters": 4,
  "tightest_slew_ns": 0.1664
}
repair_timing:
action,4_1_cts,5_1_grt
cloned,0,0
setup buffers,23,5
endpoints found under the setup margin,32,32
pin swaps,37,25
gates resized,159,36
layer usage:
layer	routed length, um	vias up	track usage
met4	0	0	0
met3	154	0	0.01477
met5	0	-	0
li1	-	284	-
met2	1020	22	0.09069
met1	857	278	0.06856
area by class of cell:
type	count	share of cell area
Tap cell	46	0.05867
Timing Repair Buffer	68	0.5587
Multi-Input combinational cell	44	0.3827
through the flow:
stage	total power, mW	util	instance area, um^2	hold WS, ns	setup TNS [ns]
after CTS	0.2377	0.2454	838.3	0.7230	-5.330
after global placement	0.1364	0.1941	663.1	1.511	-28.45
after global routing	0.3106	0.2872	980.9	0.7601	-6.422
after detailed placement	0.1387	0.1941	663.1	1.521	-29.06
final	0.2925	0.2872	980.9	0.7360	-5.385
after floorplan	0.04450	-	216.5	0.5227	0
cell usage in the layout (no fill, tap or decap):
cell	count
buf_6	16
nand2_4	1
nor2_4	10
buf_8	5
or3b_4	3
clkbuf_2	1
nor2_1	3
buf_2	29
nand3_4	1
nor2_2	19
dlygate4sd2_1	2
nand3b_1	3
buf_12	1
or2_4	1
or3_4	1
nand2b_4	2
buf_4	14
synth_stat cells:
cell type	count	area (um^2)
clkbuf_1	3	11.26
or3_1	1	6.260
nor2_1	32	120.1
nand2b_1	2	12.51
nand2_1	1	3.750
or2_2	1	6.260
or3b_1	2	17.52
or3b_4	1	11.26
nand3_1	1	5.000
nand3b_1	3	22.52
final timing paths:
check / from / to / slack, ns / depth (start not counted)
setup / recovery: A[2] / D[28] / -0.29 / 6
hold / removal: A[3] / D[31] / 0.74 / 4
worst max-delay path, delay by kind of cell:
kind,cells,cell delay (ns)
AND/OR/NAND/NOR,2,0.45
buffers and inverters,4,0.43
report_power, final:
part	internal, mW	leakage (nW)	switching, mW
sequential	0	0	0
combinational	0.168	0.473	0.124
clock	0	0	0
logic make-up (layout without fill, tap and decap cells):
group,Yosys count,count (layout)
buffers and inverters,3,68
and+or+nand+nor,44,44
Power and IR drop assume default switching activity.
